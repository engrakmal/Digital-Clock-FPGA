`/design/flow/config.mk`:
```
export PLATFORM = sky130hd
export DESIGN_NAME = digital_clock
export DESIGN_NICKNAME = digital_clock
export VERILOG_FILES = /design/flow/design.v
export SDC_FILE = /design/flow/constraint.sdc
export NUM_CORES = 4
export LEC_CHECK = 1
export CORE_UTILIZATION = 40
```
`/design/flow/constraint.sdc`:
```
current_design digital_clock

set clk_period 7.1
set clk_io_pct 0.2

create_clock -name clk0 -period $clk_period [get_ports {clock}]

set non_clock_inputs [all_inputs -no_clocks]
set_input_delay [expr $clk_period * $clk_io_pct] -clock clk0 $non_clock_inputs
set_output_delay [expr $clk_period * $clk_io_pct] -clock clk0 [all_outputs]
```
`/design/flow/design.v`:
```
module digital_clock(clock, reset, display);
input clock, reset;
output [41:0] display;
reg [7:0] bcd_hr, bcd_min, bcd_sec;
reg [5:0] temp_count_min, temp_count_sec;
reg [4:0] temp_count_hr;
reg [41:0] temp_display;
reg [26:0] i;
always @(posedge clock)
	begin
		if(~reset)
			begin
				temp_count_sec = 0;
				temp_count_min = 0;
				temp_count_hr = 0;
				i = 0;
			end
		else
			if(i < 50000000)
				i = i + 1;
			else
			begin
			i = 0;
				if(temp_count_sec < 59)
					temp_count_sec = temp_count_sec + 1;
				else
					begin
						temp_count_sec = 0;
							if (temp_count_min < 59)
								temp_count_min = temp_count_min + 1;
							else
								begin
									temp_count_min = 0;
										if (temp_count_hr < 23)
											temp_count_hr = temp_count_hr + 1;
										else
											begin
												temp_count_hr = 0;
											end
								end
					end
			end
				binary_to_bcd_min_sec(bcd_sec, temp_count_sec);
				bcd_to_7segment(temp_display[6:0], bcd_sec[3:0]);
				bcd_to_7segment(temp_display[13:7], bcd_sec[7:4]);
				binary_to_bcd_min_sec(bcd_min, temp_count_min);
				bcd_to_7segment(temp_display[20:14], bcd_min[3:0]);
				bcd_to_7segment(temp_display[27:21], bcd_min[7:4]);
				binary_to_bcd_hr(bcd_hr, temp_count_hr);
				bcd_to_7segment(temp_display[34:28], bcd_hr[3:0]);
				bcd_to_7segment(temp_display[41:35], bcd_hr[7:4]);
	end
assign display = temp_display;
task binary_to_bcd_min_sec;
output [7:0] out_bcd;
input [5:0] in_binary;
reg [7:0] temp_out_bcd;
reg [3:0] i;   
begin
temp_out_bcd = 0;  
for (i = 0; i < 6; i = i+1)  
	begin
		temp_out_bcd = {temp_out_bcd[6:0],in_binary[5-i]};  
		if(i < 5 && temp_out_bcd[3:0] > 4) 
			temp_out_bcd[3:0] = temp_out_bcd[3:0] + 3;
		if(i < 5 && temp_out_bcd[7:4] > 4)
			temp_out_bcd[7:4] = temp_out_bcd[7:4] + 3;
	end
	out_bcd = temp_out_bcd;
end  
endtask
task binary_to_bcd_hr;
output [7:0] out_bcd;
input [4:0] in_binary;
reg [7:0] temp_out_bcd;
reg [3:0] i;   
begin
temp_out_bcd = 0;  
for (i = 0; i < 5; i = i+1)  
	begin
		temp_out_bcd = {temp_out_bcd[6:0],in_binary[4-i]};  
		if(i < 4 && temp_out_bcd[3:0] > 4) 
			temp_out_bcd[3:0] = temp_out_bcd[3:0] + 3;
		if(i < 4 && temp_out_bcd[7:4] > 4)
			temp_out_bcd[7:4] = temp_out_bcd[7:4] + 3;
	end
	out_bcd = temp_out_bcd;
end 
endtask
task bcd_to_7segment;
output [6:0] hex_code;
input [3:0] bcd_time;
begin
	hex_code = 7'b0000000;
	case (bcd_time)
		4'b0000 : hex_code = 7'b1000000;
		4'b0001 : hex_code = 7'b1111001;
		4'b0010 : hex_code = 7'b0100100;
		4'b0011 : hex_code = 7'b0110000;
		4'b0100 : hex_code = 7'b0011001;          
		4'b0101 : hex_code = 7'b0010010;
		4'b0110 : hex_code = 7'b0000011;
		4'b0111 : hex_code = 7'b1111000;
		4'b1000 : hex_code = 7'b0000000;
		4'b1001 : hex_code = 7'b0011000;
		default : hex_code = 7'b1000000;
	endcase
end
endtask
endmodule
```
`/design/flow/run.sh`:
```
#!/bin/bash
# OpenROAD 26Q1-2900-gdf79404cd8, Yosys 0.63+post, stock flow scripts
make -C /OpenROAD-flow-scripts/flow DESIGN_CONFIG=/design/flow/config.mk WORK_HOME=/design/flow/orfs finish
```
==> results.cfg <==
; physical design summary
[timing]
finalClockPeriodUsage_pct = 86.7
tns_ns = 0
hold_viol = 0
finalMaxSlewViolations = 0
timing.final.crit_period_ns = 6.16
final.setup_skew_ns = 0.00680
setup_viol = 0
slew_headroom_pct = 43.6
max_freq_ghz = 0.162
rsz0062_at_grt = no
tightest_slew_ns = 0.844

[layout]
layout_top_cell = dfxtp_1
layout-drive-gt1-share_pct = 7.85
final_core_util_pct = 49.3
finalNonFillerCells = 713
final_area_um2 = 5460
area_delta_synth_final_pct = 17.5
final_cell_mix = dfxtp_1, nor2_1, nand2_1

[setup_path]
required_ns = 7.30
path_max_fanout = 9
critPathTopFamily = AND-OR/OR-AND gates
path_buffers = 5
cp-end-kind = flip-flop
cpMaxStageDelayCell = clkdlybuf4s50_1
reg2reg_to = temp_display[20]$_DFF_P_
critPathArrivalTime_ns = 6.36
worst-r2r-setup-slack_ns = 1.42
r2r_cells = 25
r2r-start = i[24]$_SDFF_PN0_
critPathKind = in -> reg
startpoint_type = primary input
crit_path_max_incr_delay_ns = 0.51
cp-startpoint = reset

[placement]
dpl.hpwl_um = 6050
routabilityCongestion = 0.855
dp.cells = 699
place_area_um2 = 5190
numPortBuffers = 42

[power_and_ir_drop]
powerDensity_nw_per_um2 = 174
intPower_w = 0.000756
p_sw_w = 0.000192
sw_frac_of_total_pct = 20.2
p_total_w = 0.000948
irDropWorstVdd_v = 0.000162
pwr-share-clk_pct = 46.6
p_leak_nw = 2.39
comb_power_share_pct = 3.0
sequentialPowerShare_pct = 50.4

[synthesis]
ys.flops = 84
ys_seq_share_pct = 36.2
syn_area_per_cell_um2 = 8.82
ys.flop_type = dfxtp_1
ys_cells = 527
synth-edff-count = 0
synth-async-reset-ratio_pct = 0
yosysUniqueCellTypes = 72
yosysWarnings = 1
synth_cells = 527
yosys_area_um2 = 4650
syn_area_um2 = 4650

[clock_tree]
cts_sinks = 84
cts_tree = yes
post_cts_resized = 0
clk_latency_ns = 0.34
cts_buffer_depth = 2
cts_hold_buffers = 0
postCtsSetupBuffers = 0
h-tree-depth = 3
clk_pin_slew_worst_paths_ns = 0.06
cts_made_buffers = 9
cts_root_buf = clkbuf_16

[global_route]
globalRouteTotalUtil_pct = 15.2
antenna_found_initial = 0
grt_pass1_wl_um = 14700
grt_max_degree = 26
grt_pass1_vias = 3345
grt_overflow = 0

[floorplanning]
die-area_um2 = 12100
die_y_um = 110
fp-row-count = 38
core_um2 = 11100
fp_util_pct = 41.9
io_pins = 44
die_width_um = 110

[drt]
drc = 0
antenna_cells = 0
drt-initial-drc-count = 156
antenna_left = 0
vias_per_cell = 5.13
routedWlPerCell_um = 11.9
wl_um = 8450
vias = 3657
first_pass_iters = 4

[worst_hold_path]
whs_endpoint = i[0]$_SDFF_PN0_
hold_depth = 1
min_from = i[0]$_SDFF_PN0_
worstHoldPathType = reg -> reg

[status]
status = completed

[job]
tool_warnings = 47
maxCapViolCount = 0
[through the flow]
stage | hold WS, ns | worst slack [ns]
after floorplan | 0.418 | 1.88
final | 0.449 | 0.942
after global placement | 0.430 | 0.867
after CTS | 0.453 | 0.996
after detailed placement | 0.439 | 0.674
after global routing | 0.474 | 0.366
[layout make-up]
type / count / area, um2
Tap cell: 140 / 175
Clock inverter: 3 / 40.0
Fill cell: 1008 / 5620
Timing Repair Buffer: 43 / 428
Sequential cell: 84 / 1680
Clock buffer: 11 / 233
Multi-Input combinational cell: 393 / 2760
Inverter: 39 / 146
[cell usage after synthesis (all sizes together) (7+ instances only)]
| master | number | area [um2] |
|---|---|---|
| a21oi | 16 | 83.8 |
| a31oi | 10 | 68.8 |
| and2 | 7 | 43.8 |
| dfxtp | 84 | 1680 |
| ha | 38 | 475 |
| inv | 38 | 143 |
| mux2 | 7 | 86.3 |
| mux2i | 16 | 209 |
| nand2 | 55 | 206 |
| nand2b | 10 | 62.6 |
| nand3 | 26 | 130 |
| nor2 | 57 | 216 |
| nor3 | 12 | 60.1 |
| o21ai | 25 | 125 |
| or3 | 7 | 43.8 |
| xnor2 | 17 | 149 |
| xor2 | 11 | 96.3 |
[worst reg2reg max path: stages, from the launching register on]
cell and delay [ns]:
dfxtp_1 0.32, a21oi_1 0.37, nand2_1 0.24, o211a_1 0.40, a32oi_2 0.30, inv_1 0.13
or2_2 0.34, ha_1 0.25, a211oi_1 0.26, nor2_1 0.14, ha_1 0.23, inv_1 0.15
o21ai_0 0.11, a2bb2oi_1 0.25, nor2_1 0.11, ha_1 0.25, o21ai_0 0.16, nand2_1 0.08
a31oi_1 0.46, xnor2_1 0.27, inv_1 0.12, ha_1 0.23, o21ai_0 0.08, nand3_1 0.09
mux2i_1 0.14, a31oi_1 0.05
[layer usage]
layer	vias up	share of wire, %	global-route usage [%]
met5	-	0	0
li1	1915	-	-
met1	1672	50	21.9
met2	58	44	24.0
met4	0	1.8	2.86
met3	12	4.1	3.50
[registers in the layout, summed over array words and instances, names as in the netlist]
| signal | cells |
|---|---|
| temp_display | 40 |
| temp_count_min | 6 |
| temp_count_hr | 5 |
| i | 27 |
| temp_count_sec | 6 |
[power groups by stage]
| stage | Combinational [W] | Sequential [W] | Clock (W) |
|---|---|---|---|
| CTS | 0.0000292 | 0.000478 | 0.000457 |
| global route | 0.0000324 | 0.000478 | 0.000477 |
| finish | 0.0000287 | 0.000478 | 0.000441 |
[how the worst max path moves through the flow]
stage                     endpoint  cells after the start
6_report  temp_display[20]$_DFF_P_                     26
5_1_grt   temp_display[20]$_DFF_P_                     26
4_1_cts   temp_display[20]$_DFF_P_                     26
[cell families after synthesis]
group,after synthesis,share of synthesized area [%]
multiplexers,23,6.35
adder cells (fa/ha/maj),38,10.2
flip-flops,84,36.2
AND-OR/OR-AND,101,15.7
buffers and inverters,51,4.55
other,1,0.0807
XOR/XNOR,28,5.28
AND/OR/NAND/NOR,201,21.6
Power is estimated from default activity; no workload was simulated.
